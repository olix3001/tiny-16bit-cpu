**flow/design.v**
```verilog
`default_nettype none
typedef enum logic [3:0] {
    PC,
    MEM_PAGE,
    CORE_ID=8,
    PLIC_PAGE,
    PLIC_ADDR
} csr_id_t;
module csr #(
    parameter CORE_INDEX=0
) (
    input wire clk,
    input wire reset,
    input wire en_read,
    input wire en_write,
    input logic [15:0] data,
    input csr_id_t id,
    output logic [15:0] value,
    output wire mem_page,
);
    logic [15:0] registers[7:0];
    assign mem_page = registers[MEM_PAGE];
    always_ff @(posedge clk) begin
        if (reset) begin
            registers[PC] <= 16'b0;
            registers[MEM_PAGE] <= 16'b0;
            registers[2] <= 16'b0;
            registers[3] <= 16'b0;
            registers[4] <= 16'b0;
            registers[5] <= 16'b0;
            registers[6] <= 16'b0;
            registers[7] <= 16'b0;
        end else begin
            if (en_read) begin
                if (id[3] == 0) value <= registers[id];
                else case (id[2:0])
                    3'b000: value <= CORE_INDEX;
                    3'b001: value <= 0;  
                    3'b010: value <= 0;  
                    default: value <= 16'b0;
                endcase
            end
            if (en_write && id[3] == 0) registers[id] <= data;
        end
    end
endmodule
```
**flow/run.sh**
```bash
#!/bin/bash
# OpenROAD 26Q1-2900-gdf79404cd8, Yosys 0.63+post, stock flow scripts
make -C /OpenROAD-flow-scripts/flow DESIGN_CONFIG=/design/flow/config.mk WORK_HOME=/design/flow/orfs finish
```
**flow/config.mk**
```make
export PLATFORM = sky130hd
export DESIGN_NAME = csr
export DESIGN_NICKNAME = csr
export VERILOG_FILES = /design/flow/design.v
export SDC_FILE = /design/flow/constraint.sdc
export NUM_CORES = 4
export LEC_CHECK = 1
export CORE_UTILIZATION = 30
```
**flow/constraint.sdc**
```tcl
current_design csr

set clk_period 14.3
set clk_io_pct 0.2

create_clock -name clk0 -period $clk_period [get_ports {clk}]

set non_clock_inputs [all_inputs -no_clocks]
set_input_delay [expr $clk_period * $clk_io_pct] -clock clk0 $non_clock_inputs
set_output_delay [expr $clk_period * $clk_io_pct] -clock clk0 [all_outputs]
```
==> impl_metrics.py <==
# Generated from Yosys and OpenROAD reports
metrics = {
    "sta": {
        "fmax_ghz": 0.198,
        "setup_viol_count_final": 0,
        "rsz0062_at_grt": "false",
        "period_used_pct": 35.3,
        "tightest_slew_ps": 754,
        "maxSlewHeadroom_pct": 49.8,
        "drv_slew": 0,
        "period_minus_slack_ps": 5050,
        "final_hold_viol_count": 0,
        "skew_ps": 5.37,
        "setup_tns_ps": 0,
    },
    "job": {
        "tool_warnings": 25,
        "drv_cap": 0,
    },
    "clock_network": {
        "root_buffer": "clkbuf_16",
        "cts_buffers": 17,
        "ctsResizeCount": 0,
        "clkTransAtPathRegs_ps": 60,
        "clk_path_buf_depth": 2,
        "clkLatencyLatePin_ps": 420,
        "cts_tree": "yes",
        "cts.sinks": 144,
        "postCtsHoldBufs": 0,
        "ctsHtreeMaxLevel": 4,
        "post-cts-setup-buffers": 0,
    },
    "global_route": {
        "grt_usage_pct": 13.5,
        "grt_pass1_vias": 3607,
        "grt_max_degree": 37,
        "gr-total-overflow": 0,
        "antenna_found_initial": 0,
        "grt_pass1_wl_mm": 20.4,
    },
    "critical_path": {
        "max_stage_delay_ps": 740,
        "critPathCaptureType": "register",
        "crit_chain": "clkdlybuf4s50_1 -> or4b_4 -> nor3_4 -> or2_2",
        "cp-start-kind": "input port",
        "worstPathRequired_ps": 14380,
        "slowest_stage": "or4b_4",
        "path_class": "in2reg",
        "cp_num_buf_inv": 1,
        "crit_family": "simple AND/OR/NAND/NOR gates",
        "arrival_ps": 5140,
        "rrSetupSlack_ps": 13100,
        "cp_max_fo": 18,
    },
    "yosys": {
        "avgSynthCellArea_um2": 14.8,
        "yosys_area_mm2": 0.00645,
        "synth.distinct_cells": 19,
        "ys_seq_share_pct": 67.0,
        "yosysCellCount": 436,
        "netlist_instances": 436,
        "synth_warnings": 1,
        "syn_area_mm2": 0.00645,
        "ys_ff": 144,
    },
    "power": {
        "clkPwrFrac_pct": 43.9,
        "p_sw_mw": 0.210,
        "ir_drop_mv": 0.0890,
        "finalPower_mw": 0.999,
        "power_density_mw_per_mm2": 130,
        "cellInternalPower_mw": 0.789,
        "seqPwrFrac_pct": 49.5,
        "swShare_pct": 21.0,
        "leakage_nw": 2.77,
        "power_frac_comb_pct": 6.6,
    },
    "layout": {
        "syn_to_final_growth_pct": 19.3,
        "fillers": 1951,
        "final-seq-area_mm2": 0.00432,
        "utilization_pct": 36.6,
        "drive_gt1_share_pct": 10.5,
        "comb_area_mm2": 0.00199,
    },
    "detailed_routing": {
        "drc": 0,
        "antenna_cells": 0,
        "vias_per_cell": 4.46,
        "postRouteAntennaNets": 0,
        "wl_per_cell_um": 17.7,
        "first_pass_iters": 4,
        "routed_wl_mm": 13.5,
        "vias": 3400,
        "first_iter_violations": 207,
    },
    "floorplan": {
        "initial_core_util_pct": 30.7,
        "io_pins": 41,
        "die-width_um": 149,
        "die_area_mm2": 0.0221,
        "fp.dieH_um": 149,
        "core_area_mm2": 0.0210,
        "rows": 53,
    },
    "place": {
        "hpwl_mm": 9.03,
        "globalplace.congestion": 0.839,
        "numPortBuffers": 40,
    },
    "hold_path": {
        "hold_class": "reg2reg",
    },
    "status": {
        "outcome": "finished, final reports clean",
    },
}
==> metrics by stage <==
step / hold WS (ps) / cell area [µm²] / instances / setup WS, ps
4_1_cts: 812 / 7700 / 762 / 9230
6_report: 808 / 7700 / 762 / 9250
3_3_place_gp: 818 / 7100 / 731 / 8860
2_1_floorplan: 713 / 6450 / 436 / 9870
3_5_place_dp: 793 / 7100 / 731 / 8790
5_1_grt: 843 / 7700 / 762 / 9030
==> synth_stat cells <==
| cell type | number | area, µm² |
|---|---|---|
| edfxtp_1 | 144 | 4320 |
| and2_1 | 128 | 801 |
| mux2i_1 | 64 | 641 |
| o22a_1 | 32 | 280 |
| a21oi_1 | 16 | 80.1 |
| buf_2 | 11 | 55.1 |
| clkbuf_1 | 11 | 41.3 |
| or2_2 | 9 | 56.3 |
| nand2b_1 | 4 | 25.0 |
| nor2_1 | 3 | 11.3 |
| nor2_4 | 3 | 33.8 |
| buf_4 | 2 | 15.0 |
| buf_6 | 2 | 22.5 |
| nand2_1 | 2 | 7.51 |
| nand4bb_1 | 1 | 11.3 |
| nor2b_1 | 1 | 6.26 |
| nor3_2 | 1 | 10.0 |
| nor3_4 | 1 | 16.3 |
| or4b_4 | 1 | 13.8 |
==> power groups by stage <==
stage / Combinational, mW / Sequential [mW] / Clock [mW]
after CTS: 0.0679 / 0.495 / 0.445
after global routing: 0.0724 / 0.497 / 0.462
final: 0.0664 / 0.494 / 0.438
==> layout by cell type, fill, tap and decap left out, drive strengths merged, types with 4 or more instances in the layout <==
master / count
a21oi: 16
or2: 9
o22a: 32
edfxtp: 144
clkdlybuf4s50: 39
and2: 128
buf: 7
clkinv: 5
nand2b: 4
mux2i: 64
clkbuf: 18
nor2: 6
==> path summary, 6_finish.rpt <==
check | to | from | depth (start not counted)
worst min register to register | value[1]$_SDFFCE_PP0P_ | registers[7][1]$_SDFFCE_PN0P_ | 3
worst max-delay path | registers[0][11]$_SDFFCE_PN0P_ | id[3] | 4
worst max register to register | value[10]$_SDFFCE_PP0P_ | registers[0][10]$_SDFFCE_PN0P_ | 3
worst min-delay path | value[1]$_SDFFCE_PP0P_ | registers[7][1]$_SDFFCE_PN0P_ | 3
==> flip-flops by register name (all words and copies together) (netlist names) <==
signal,flops
registers,128
value,16
==> metal layers <==
metal  part of all wire [%]  vias up  track usage, %  routed length (µm)
met1                     39     1609            16.9                5220
met3                    9.0       18            5.88                1210
met5                      0        -               0                   0
met2                     50       93            22.4                6770
met4                    1.9        0            2.22                 260
li1                       -     1680               -                   -
==> worst register-to-register path, stage by stage (launching register included) <==
cell      delay [ps]
edfxtp_1         370
mux2i_1          180
o22a_1           250
a21oi_1          110
==> cell families after synthesis <==
family / after synthesis / share of synthesized area [%]
simple gates: 154 / 15.4
flops: 144 / 67.0
mux: 64 / 9.93
compound gates: 48 / 5.59
buf+inv: 26 / 2.08
==> area by class of cell <==
cell class	instances	share of cell area (%)
timing repair buffer	46	5.76
clock inverter	13	2.11
multi-input combinational	266	25.9
sequential	144	56.2
tap	275	4.47
clock buffer	18	5.58
Power figures rest on the tool's default switching activity, not on a simulated workload.
