## design/flow/config.mk

```make
export PLATFORM = sky130hd
export DESIGN_NAME = registers
export DESIGN_NICKNAME = registers
export VERILOG_FILES = /design/flow/design.v
export SDC_FILE = /design/flow/constraint.sdc
export NUM_CORES = 4
export LEC_CHECK = 1
export CORE_UTILIZATION = 50
```

## design/flow/constraint.sdc

```tcl
current_design registers

set clk_period 6.4
set clk_io_pct 0.2

create_clock -name clk0 -period $clk_period [get_ports {clk}]

set non_clock_inputs [all_inputs -no_clocks]
set_input_delay [expr $clk_period * $clk_io_pct] -clock clk0 $non_clock_inputs
set_output_delay [expr $clk_period * $clk_io_pct] -clock clk0 [all_outputs]
```

## design/flow/run.sh

```bash
#!/bin/bash
# OpenROAD 26Q1-2900-gdf79404cd8, Yosys 0.63+post, stock flow scripts
make -C /OpenROAD-flow-scripts/flow DESIGN_CONFIG=/design/flow/config.mk WORK_HOME=/design/flow/orfs finish
```

## design/flow/design.v

```verilog
`default_nettype none
module registers (
    input wire clk,
    input wire reset,
    input wire en_read,
    input wire en_write,
    input wire [3:0] ra_addr,
    input wire [3:0] rb_addr,
    input logic [15:0] data,
    input wire [3:0] rd_addr,
    output logic [15:0] ra,
    output logic [15:0] rb
);
    logic [15:0] registers[15:0];
    always_ff @(posedge clk) begin
        if (reset) begin
            registers[0] <= 16'b0;
            registers[1] <= 16'b0;
            registers[2] <= 16'b0;
            registers[3] <= 16'b0;
            registers[4] <= 16'b0;
            registers[5] <= 16'b0;
            registers[6] <= 16'b0;
            registers[7] <= 16'b0;
            registers[8] <= 16'b0;
            registers[9] <= 16'b0;
            registers[10] <= 16'b0;
            registers[11] <= 16'b0;
            registers[12] <= 16'b0;
            registers[13] <= 16'b0;
            registers[14] <= 16'b0;
            registers[15] <= 16'b0;
        end else begin
            if (en_read) begin
                ra <= registers[ra_addr];
                rb <= registers[rb_addr];
            end
            if (en_write)
                registers[rd_addr] <= data;
        end
    end
endmodule
```

==> flow_summary_export.csv <==
group,metric,value,unit
setup_path,startpoint_type,"input pin",
global_route,groute.usage.overall,0.2934,
yosys,adder_share,0,
power_and_ir_drop,pwr-share-comb,0.096,
yosys,yosysChipArea,14340,sq um
yosys,syn-cell-area,14340,sq um
place,hpwl,22680,um
power_and_ir_drop,cellPowerDensity,278.2,nW/um^2
place,dp_slack,2183,ps
place,portBuffers,63,
drt,routed_wl,36570,um
setup_path,slowest_delay,790,ps
layout,fillers,2030,
sta,worst_slack,2726,ps
drt,dr_total_vias,8081,
drt,drc,0,
setup_path,cp_num_buf_inv,1,
sta,fmax,272.2,MHz
clock_network,h-tree-depth,2,
setup_path,cp_cell_sequence,"clkdlybuf4s50_1 -> or4b_4 -> nor2_2 -> or2_2",
sta,hold_violations,0,
global_route,grt_pass1_vias,8809,
layout,drive_gt1_frac,0.2417,
setup_path,cp.required,6550,ps
yosys,synth_cells,892,
global_route,grt-ovfl-total,0,
floorplanning,die_area,29360,sq um
run,drv_cap,0,
power_and_ir_drop,p_clk_frac,0.414,
global_route,met3_usage,0.1991,
layout,area_growth,14.65,%
sta,hold_slack,761.4,ps
yosys,synth_warnings,1,
layout,final_common_cell,"edfxtp_1",
setup_path,end_kind,"flip-flop",
global_route,antenna_found_initial,0,
drt,n_antenna_cell,0,
drt,wl_per_cell,27.25,um
sta,drv_slew,0,
clock_network,clock-sinks,288,
sta,finalCritPeriodShare,0.5741,
power_and_ir_drop,intPower,3.563,mW
sta,setup_viol,0,
global_route,grt_max_degree,45,
hold_path,hold_class,"reg2reg",
yosys,synth_stat.cells,892,
sta,maxSlewHeadroom,0.5024,
setup_path,arrival,3830,ps
floorplanning,coreArea,28010,sq um
layout,final_util,0.5869,
clock_network,worstSkewPairLatency,510,ps
sta,tightest_slew,746.4,ps
clock_network,root_buffer,"clkbuf_16",
drt,first_iter_violations,493,
power_and_ir_drop,cellLeakagePower,5.638,nW
yosys,xor_share,0,
power_and_ir_drop,switching_share,0.2210,
drt,via_per_inst,6.022,
clock_network,tritoncts,"yes",
drt,ant_nets,0,
floorplanning,die_w,171.3,um
global_route,top_usage_layer,"met2",
yosys,compound_area_frac,0.03351,
drt,dr.pass1.iters,4,
clock_network,cts_setup_buffers,0,
setup_path,crit_family,"simple AND/OR/NAND/NOR gates",
yosys,yosysSeqAreaShare,0.6031,
power_and_ir_drop,power_frac_seq,0.490,
global_route,use_met1,0.3860,
floorplanning,die-height,171.3,um
sta,rsz0062_at_grt,"false",
sta,period_needed,3674,ps
floorplanning,rows,61,
yosys,synth_flops,288,
run,warning_count,25,
clock_network,clkTransAtPathRegs,50,ps
outcome,outcome,"completed",
global_route,gr-usage-met2,0.4374,
floorplanning,fp_util,0.5119,
global_route,grt_pass1_wl,54000,um
floorplanning,num_io_pins,64,
clock_network,ctsResizeCount,0,
yosys,ys_types,18,
yosys,ys_sh_mux,0.2010,
setup_path,critPathMaxFanout,21,
clock_network,cts_hold_buffers,0,
yosys,avgSynthCellArea,16.07,sq um
place,gp_congestion,0.9119,
yosys,simple_gate_area_frac,0.1410,
layout,lay_top_cells,"288 x edfxtp_1, 258 x and2_1, 128 x mux4_2",
clock_network,cts_buffers,34,
power_and_ir_drop,ir_worst_vdd,0.2174,mV
sta,fin_skew,13.02,ps
yosys,topCombFamilyByArea,"multiplexers",
clock_network,clockBufferDepth,3,
power_and_ir_drop,switching_power,1.011,mW
setup_path,cp_slowest_cell,"clkdlybuf4s50_1",
setup_path,crit_type,"in2reg",
sta,finalSetupTns,0,ps
-- metal layers --
layer / up-vias / routed length (um)
met1: 4001 / 12360
met3: 52 / 5594
met5: - / 0
met2: 475 / 17850
li1: 3553 / -
met4: 0 / 758
-- state kept, by name, summed over array words and instances, names as in the netlist --
name       flops
rb            16
ra            16
registers    256
-- cells in the mapped netlist --
library cell | n | area share
nor2_2 | 3 | 0.0013
buf_1 | 2 | 0.00052
nand4b_1 | 1 | 0.00061
nor2_1 | 11 | 0.0029
nor3_1 | 1 | 0.00035
mux4_2 | 128 | 0.20
or2_2 | 16 | 0.0070
nand4bb_1 | 2 | 0.0016
clkbuf_1 | 58 | 0.015
a22oi_1 | 64 | 0.034
edfxtp_1 | 288 | 0.60
nor3_2 | 3 | 0.0021
nor2b_1 | 5 | 0.0022
or4b_4 | 1 | 0.00096
and2_1 | 258 | 0.11
buf_2 | 16 | 0.0056
nand2b_1 | 2 | 0.00087
nand2_1 | 33 | 0.0086
-- path summary, 6_finish.rpt --
check	start	end	slack, ps	cells past startpoint
worst max-delay path	reset	registers[3][8]$_SDFFCE_PN0P_	2730	4
worst min-delay path	registers[15][7]$_SDFFCE_PN0P_	rb[7]$_DFFE_PP_	760	3
worst max register to register	registers[11][2]$_SDFFCE_PN0P_	rb[2]$_DFFE_PP_	4690	3
worst min register to register	registers[15][7]$_SDFFCE_PN0P_	rb[7]$_DFFE_PP_	760	3
-- kinds of logic after synthesis --
| logic type | after synthesis |
|---|---|
| muxes | 128 |
| buffers and inverters | 76 |
| and+or+nand+nor | 336 |
| AOI/OAI and AO/OA | 64 |
| DFF | 288 |
-- per-stage QoR --
stage,cell area [sq um],cells,power (mW)
after floorplan,14340,892,2.538
after global placement,15340,1285,2.706
after detailed placement,15340,1285,2.719
after CTS,16440,1342,4.604
after global routing,16440,1342,4.712
final,16440,1342,4.574
-- worst min-delay path, cell delays in order, from the launching register on --
cell and delay [ps]:
edfxtp_1 330, mux4_2 230, a22oi_1 60, nand2_1 50
-- layout make-up --
class                      count  area (sq um)  area share
sequential                   288          8648      0.5261
clock buffer                  43         948.4     0.05769
tap                          378         473.0     0.02877
clock inverter                14         146.4    0.008905
timing repair buffer          91         825.8     0.05023
multi-input combinational    528          5398      0.3283
-- power groups by stage --
stage	clock, mW	combinational, mW	sequential, mW
CTS	1.92	0.441	2.24
global route	1.99	0.473	2.25
finish	1.90	0.439	2.24
Power and IR drop assume default switching activity.
