[/design/flow/constraint.sdc]
current_design lsu

set clk_period 5.7
set clk_io_pct 0.2

create_clock -name clk0 -period $clk_period [get_ports {clk}]

set non_clock_inputs [all_inputs -no_clocks]
set_input_delay [expr $clk_period * $clk_io_pct] -clock clk0 $non_clock_inputs
set_output_delay [expr $clk_period * $clk_io_pct] -clock clk0 [all_outputs]
[/design/flow/config.mk]
export PLATFORM = sky130hd
export DESIGN_NAME = lsu
export DESIGN_NICKNAME = lsu
export VERILOG_FILES = /design/flow/design.v
export SDC_FILE = /design/flow/constraint.sdc
export NUM_CORES = 4
export LEC_CHECK = 1
export CORE_UTILIZATION = 50
[/design/flow/run.sh]
#!/bin/bash
# OpenROAD 26Q1-2900-gdf79404cd8, Yosys 0.63+post, stock flow scripts
make -C /OpenROAD-flow-scripts/flow DESIGN_CONFIG=/design/flow/config.mk WORK_HOME=/design/flow/orfs finish
[/design/flow/design.v]
`default_nettype none
typedef enum logic [3:0] {
    LSU_LW  = 4'h0,  
    LSU_LBL = 4'h1,  
    LSU_LBU = 4'h2,  
    LSU_SW  = 4'h4,  
    LSU_SBL = 4'h5,  
    LSU_SBU = 4'h6,  
    LSU_MOV  = 4'h8,  
    LSU_XCHG = 4'h9   
} lsu_op_t;
typedef enum logic [1:0] {
    LSU_IDLE,
    LSU_BUSY,
    LSU_DONE
} lsu_state_t;
module lsu (
    input wire clk,
    input wire reset,
    input wire enable,
    input lsu_op_t op,
    input wire [15:0] mem_page,
    input wire [15:0] ra_val,      
    input wire [15:0] rv_val,      
    input wire [3:0] ra_idx,      
    input wire [3:0] rv_idx,      
    input wire [15:0] mem_data_in,
    input wire mem_valid,
    output logic [31:0] mem_addr,
    output logic [15:0] mem_data_out,
    output logic [1:0] mem_mask,
    output logic mem_write,
    output logic [15:0] reg_wdata,  
    output logic [3:0] reg_widx,   
    output logic reg_write_en,    
    output lsu_state_t state
);
    logic [15:0] temp_val;
    always_ff @(posedge clk) begin
        if (reset) begin
            state <= LSU_IDLE;
            reg_write_en <= 1'b0;
            mem_write <= 1'b0;
            mem_addr <= 32'b0;
        end else if (enable) begin
            case (state)
                LSU_IDLE: begin
                    reg_write_en <= 1'b0;
                    if (op[3] == 1) begin
                        if (op == LSU_MOV) begin
                            reg_wdata <= ra_val;
                            reg_widx <= rv_idx;
                            reg_write_en <= 1'b1;
                            state <= LSU_DONE;
                        end else if (op == LSU_XCHG) begin
                            reg_wdata <= ra_val;
                            reg_widx <= rv_idx;
                            reg_write_en <= 1'b1;
                            temp_val <= rv_val;  
                            state <= LSU_BUSY; 
                        end
                    end else begin
                        state <= LSU_BUSY;
                        mem_addr <= {mem_page, ra_val};
                        if (op[2] == 1) begin  
                            mem_write <= 1'b1;
                            case (op)
                                LSU_SW: begin 
                                    mem_data_out <= rv_val; 
                                    mem_mask <= 2'b11; 
                                end
                                LSU_SBL: begin 
                                    mem_data_out <= {rv_val[7:0], 8'h00};
                                    mem_mask <= 2'b10;
                                end
                                LSU_SBU: begin 
                                    mem_data_out <= {rv_val[15:8], 8'h00};
                                    mem_mask <= 2'b10;
                                end
                            endcase
                        end
                    end
                end
                LSU_BUSY: begin
                    if (op == LSU_XCHG) begin
                        reg_wdata <= temp_val;
                        reg_widx  <= ra_idx;
                        reg_write_en <= 1'b1;
                        state <= LSU_DONE;
                    end else if (mem_valid) begin
                        mem_write <= 1'b0;
                        if (op[2] == 0) begin  
                            reg_write_en  <= 1'b1;
                            reg_widx <= rv_idx;
                            case (op)
                                LSU_LW: reg_wdata <= mem_data_in;
                                LSU_LBL: reg_wdata <= {8'h00, mem_data_in[7:0]};
                                LSU_LBU: reg_wdata <= {mem_data_in[7:0], 8'h00};
                            endcase
                        end
                        state <= LSU_DONE;
                    end
                end
                LSU_DONE: begin
                    reg_write_en <= 1'b0;
                    state <= LSU_IDLE;
                end
            endcase
        end
    end
endmodule
==> reports/results.ini <==
[final_layout]
post-route-util_pct = 76.8
drive_gt1_share_pct = 7.77
final_cell_area_mm2 = 0.00566
layout.cells.non_filler = 614
area_growth_syn_to_layout_pct = 45.6
fillCellCount = 491
layout_top_cells = clkdlybuf4s50_1 (152), nand2_1 (80), edfxtp_1 (53)
final_common_cell = clkdlybuf4s50_1

[logic_synthesis]
edf_count = 53
synth_flops = 89
ff_type = edfxtp_1
synth_top_area_share_pct = 41.0
syn_avg_cell_area_um2 = 10.6
synthArstFlopShare_pct = 0
area_leaders = edfxtp_1 (41%), dfxtp_1 (19%), nand2_1 (7.7%)
yosys-stat-area_mm2 = 0.00389
yosys-stat-cells = 365
synthesis.area_mm2 = 0.00389
syn_inst = 365
ys_types = 43
postSynthSeqShare_pct = 59.5
yosysWarnings = 1
synth_area_leader_cell = edfxtp_1

[critical_path]
setup.worst_path.end_class = flop
cp.required_ns = 5.74
r2r-end = reg_wdata[11]
start_kind = input port
rr_worst_depth = 7
worst_ep_arrival_time_ns = 3.43
r2r_setup_slack_ns = 3.51
r2r-start = state[1]
crit_fanout = 26
path_class = in -> reg

[route]
wire_per_inst_um = 15.6
ant_nets = 0
drt-pass1-iter-count = 4
antenna_cells = 0
via_per_inst = 5.21
drc = 0
vias = 3196
drt-initial-drc-count = 238
routed_wl_um = 9570

[global_routing]
track_usage_pct = 26.2
grt_pass1_vias = 3160
grt_max_degree = 38
grt_pass1_wl_um = 15800
grt-ovfl-total = 0
antenna_found_initial = 0

[floorplan]
io_pins = 154
coreArea_mm2 = 0.00737
rows = 31
die_h_um = 90.2
initial_utilization_pct = 52.7
die_w_um = 90.2
die_area_mm2 = 0.00813

[cts]
cts.sinks = 89
cts_resized = 0
clock-root-buffer = clkbuf_8
post-cts-setup-buffers = 0
ctsHoldBuffers = 0
numCtsBuffers = 9
clockBufferDepth = 2
cts_max_level = 3
clk_pin_slew_ns = 0.09
clock_latency_ns = 0.35
tritoncts = done

[final_timing]
rsz0062_at_grt = false
slew_headroom_pct = 48.7
fmax_mhz = 295
setup_viol_count_final = 0
tns_ns = 0
finalMaxSlewViolations = 0
worstMarginPinSlew_ns = 0.767
finalClockPeriodUsage_pct = 59.5
finClkSkew_ns = 0.0109
fin_crit_ns = 3.39
finalHoldViolCount = 0

[power_and_ir_drop]
p_comb_share_pct = 17.3
p_sw_share_pct = 24.5
p_per_area_mw_per_mm2 = 246
power_frac_clock_pct = 31.0
switching_power_uw = 341
ir_drop_v = 0.000233
power_uw = 1390
seqPwrFrac_pct = 51.7
leakage_uw = 0.00197
intPower_uw = 1050

[run]
warning_count = 28
maxCapViolCount = 0

[worst_hold_path]
hold_path_depth = 2
hp-start = mem_addr[11]
holdPathEnd = mem_addr[11]
min_path_type = reg -> reg

[placed_design]
post_dp_cell_area_mm2 = 0.00546
port_buffers = 152
gp_congestion = 0.877
dp.cells = 598
dp_hpwl_um = 6940

[run_status]
status = finished, final reports clean

[stage by stage]
step	hold slack, ns	setup slack, ns
floorplan	0.422	2.07
CTS	0.458	2.35
global route	0.476	2.15
global placement	0.441	2.05
detailed placement	0.446	1.96
finish	0.456	2.31
[flip-flops by register name, indices dropped and copies added (netlist names)]
signal	cells
state	2
reg_widx	4
temp_val	16
reg_write_en	1
mem_mask	1
mem_write	1
mem_data_out	16
mem_addr	32
reg_wdata	16
[worst max path at each step]
stage | startpoint | end | slack [ns] | cells after the start
final | op[1] | reg_wdata[11] | 2.31 | 6
after global routing | op[1] | reg_wdata[11] | 2.15 | 6
after CTS | op[1] | reg_wdata[11] | 2.35 | 6
[cells in the mapped netlist (2+ instances only)]
cell type and number:
a221o_1 8, a31oi_1 8, a21o_1 2, clkbuf_1 12, o22ai_1 8, and3_1 9
buf_6 3, a21oi_1 34, nand2_1 80, nor3b_1 2, a211oi_1 2, buf_2 7
and2b_1 2, buf_4 2, inv_1 3, dfxtp_1 36, nor2b_1 19, mux2_2 9
edfxtp_1 53, and2_1 9, ha_1 3, nand2b_1 4, a21boi_0 10, nor2_1 6
o21ai_0 16
[kinds of logic (layout without fill, tap and decap cells)]
logic type                 Yosys count  after routing  share of synthesized area, %
adders and majority gates            3              3                         0.966
and+or+nand+nor                    138            138                          17.2
other                                1              1                        0.0965
buffers and inverters               27            177                          3.61
DFF                                 89             89                          59.5
AOI/OAI and AO/OA                   97             97                          15.8
muxes                               10             10                          2.87
[per-layer routing]
metal | wire length, um | track usage [%] | vias to the layer above | share of wire, %
met1 | 4070 | 42.5 | 1448 | 43
li1 | - | - | 1597 | -
met2 | 4510 | 39.1 | 143 | 47
met5 | 0 | 0 | - | 0
met3 | 907 | 9.02 | 8 | 9.5
met4 | 91 | 2.15 | 0 | 0.95
[area by class of cell]
type                    count  area (um^2)  share of cell area [%]
well taps                  99          124                    2.19
flip-flops and latches     89         2310                    40.9
inverters                   3         11.3                   0.199
clock buffers               9          124                    2.19
multi-input cells         249         1450                    25.6
repair buffers            158         1570                    27.7
clock inverters             7         75.1                    1.33
[power by group through the flow]
stage,combinational [uW],sequential (uW),clock (uW)
4_1_cts,242,720,443
5_1_grt,267,723,471
6_report,241,720,432
[worst max-delay path: stages]
cell and delay (ns):
clkdlybuf4s50_1 0.81, and4bb_2 0.52, nand3b_1 0.16, and3_1 0.32, a21boi_1 0.21, buf_4 0.27
